File: ./design.v
`default_nettype none
module dff (q, d, clk, rst);
    output wire        q;
    input wire         d;
    input wire         clk;
    input wire         rst;
    reg            state;
    assign #(1) q = state;
    always @(posedge clk) begin
      state = rst? 0 : d;
    end
endmodule
`default_nettype wire
module DX_pipe(
    input wire clk, input wire rst,
    input wire [15:0]FD_instr,          output wire [15:0]DX_instr,
    input wire [15:0]pc_inc,            output wire [15:0]DX_pc_inc,
    input wire memWrite,                output wire DX_memWrite,
    input wire memRead,                 output wire DX_memRead,       
    input wire [1:0]regSrc,             output wire [1:0]DX_regSrc,    
    input wire aluJump,                 output wire DX_aluJump,               
    input wire jump,                    output wire DX_jump,
    input wire immSrc,                  output wire DX_immSrc,             
    input wire [2:0]brControl,          output wire [2:0]DX_brControl,
    input wire [1:0]setControl,         output wire [1:0]DX_setControl,
    input wire [2:0]aluOp,              output wire [2:0]DX_aluOp, 
    input wire invA,                    output wire DX_invA, 
    input wire invB,                    output wire DX_invB, 
    input wire cin,                     output wire DX_cin,
    input wire STU,                     output wire DX_STU,
    input wire BTR,                     output wire DX_BTR,
    input wire LBI,                     output wire DX_LBI,
    input wire setIf,                   output wire DX_setIf,
    input wire [15:0]aluA,              output wire [15:0]DX_aluA, 
    input wire [15:0]aluB,              output wire [15:0]DX_aluB, 
    input wire [15:0]imm11_ext,         output wire [15:0]DX_imm11_ext, 
    input wire [15:0]imm8_ext,          output wire [15:0]DX_imm8_ext,
    input wire [15:0]read2Data,         output wire [15:0]DX_read2Data,
    input wire regWrite,                output wire DX_regWrite,
    input wire [2:0]writeReg,           output wire [2:0]DX_writeReg, 
    input wire halt,                    output wire DX_halt 
    ); 
dff INSTR[15:0](.d(FD_instr), .q(DX_instr), .clk(clk), .rst(rst));
dff PC_INC[15:0](.d(pc_inc), .q(DX_pc_inc), .clk(clk), .rst(rst));
dff MEM_WRITE(.d(memWrite), .q(DX_memWrite), .clk(clk), .rst(rst));
dff MEM_READ(.d(memRead), .q(DX_memRead), .clk(clk), .rst(rst));
dff REG_SRC[1:0](.d(regSrc), .q(DX_regSrc), .clk(clk), .rst(rst));
dff ALU_JUMP(.d(aluJump), .q(DX_aluJump), .clk(clk), .rst(rst));
dff JUMP(.d(jump), .q(DX_jump), .clk(clk), .rst(rst));
dff IMM_SRC(.d(immSrc), .q(DX_immSrc), .clk(clk), .rst(rst));
dff BR_CONTROL[2:0](.d(brControl), .q(DX_brControl), .clk(clk), .rst(rst));
dff SET_CONTROL[1:0](.d(setControl), .q(DX_setControl), .clk(clk), .rst(rst));
dff ALU_OP[2:0](.d(aluOp), .q(DX_aluOp), .clk(clk), .rst(rst));
dff INVA(.d(invA), .q(DX_invA), .clk(clk), .rst(rst));
dff INVB_FF(.d(invB), .q(DX_invB), .clk(clk), .rst(rst));
dff CIN_FF(.d(cin), .q(DX_cin), .clk(clk), .rst(rst));
dff STU_FF(.d(STU), .q(DX_STU), .clk(clk), .rst(rst));
dff BTR_FF(.d(BTR), .q(DX_BTR), .clk(clk), .rst(rst));
dff LBI_FF(.d(LBI), .q(DX_LBI), .clk(clk), .rst(rst));
dff SET_IF_FF(.d(setIf), .q(DX_setIf), .clk(clk), .rst(rst));
dff ALU_A[15:0](.d(aluA), .q(DX_aluA), .clk(clk), .rst(rst));
dff ALU_B[15:0](.d(aluB), .q(DX_aluB), .clk(clk), .rst(rst));
dff IMM11[15:0](.d(imm11_ext), .q(DX_imm11_ext), .clk(clk), .rst(rst));
dff IMM8[15:0](.d(imm8_ext), .q(DX_imm8_ext), .clk(clk), .rst(rst));
dff READ2DATA[15:0](.d(read2Data), .q(DX_read2Data), .clk(clk), .rst(rst));
dff REGWRITE(.d(regWrite), .q(DX_regWrite), .clk(clk), .rst(rst));
dff WRITEREG[2:0](.d(writeReg), .q(DX_writeReg), .clk(clk), .rst(rst));
dff HALT(.d(halt), .q(DX_halt), .clk(clk), .rst(rst));
endmodule
File: ./constraint.sdc
current_design DX_pipe

set clk_period 1.0
set clk_io_pct 0.2

create_clock -name clk0 -period $clk_period [get_ports {clk}]

set non_clock_inputs [all_inputs -no_clocks]
set_input_delay [expr $clk_period * $clk_io_pct] -clock clk0 $non_clock_inputs
set_output_delay [expr $clk_period * $clk_io_pct] -clock clk0 [all_outputs]
File: ./run.sh
#!/bin/bash
# OpenROAD 26Q1-2900-gdf79404cd8, Yosys 0.63+post, stock flow scripts
make -C /OpenROAD-flow-scripts/flow DESIGN_CONFIG=/design/flow/config.mk WORK_HOME=/design/flow/orfs finish
File: ./config.mk
export PLATFORM = sky130hd
export DESIGN_NAME = DX_pipe
export DESIGN_NICKNAME = DX_pipe
export VERILOG_FILES = /design/flow/design.v
export SDC_FILE = /design/flow/constraint.sdc
export NUM_CORES = 4
export LEC_CHECK = 1
export CORE_AREA = 10 10 159 159
export DIE_AREA = 0 0 169 169
==> qor.tcl <==
set qor(gr-usage-all-layers) 0.0849
set qor(placeableCoreArea_um2) 21800
set qor(period_used_share) 1.04
set qor(detail_route.vias_per_cell) 3.31
set qor(asyncSetResetFlopFracSynth) 0
set qor(grt_setup_unrepaired) {true}
set qor(first_global_vias) 2947
set qor(drive_above_1_share) 0.340
set qor(final_util) 0.313
set qor(synthCells) 418
set qor(critical_path.cell_chain) {buf_2}
set qor(floorplan.initialDensity) 0.214
set qor(power.clock.fraction) 0.459
set qor(die-height_um) 169
set qor(area.growth.synth_to_final_pct) 46.5
set qor(edff_count_synth) 0
set qor(power.net_switching_mw) 2.83
set qor(tritoncts) {built}
set qor(clkSinkCount) 139
set qor(count_of_maximum_capacitance_violations) 0
set qor(max_freq_mhz) 958
set qor(critical-path-top-delay-family) {flip-flops}
set qor(power_frac_seq) 0.454
set qor(crit_end) {DX_LBI}
set qor(intPower_mw) 10.2
set qor(yosysUniqueCellTypes) 4
set qor(timing_hold_violations_final) 0
set qor(hold_buffers) 0
set qor(netlist_area_before_placement_um2) 4670
set qor(violations) {setup timing}
set qor(design.portCount) 280
set qor(synth-area-yosys_um2) 4670
set qor(crit_type) {register to primary output}
set qor(postSynthAreaPerCell_um2) 11.2
set qor(first_iter_violations) 121
set qor(clockBufferDepth) 2
set qor(dpl.hpwl_mm) 10.1
set qor(leading_cell_types_by_count_after_synthesis) {139 x sky130_fd_sc_hd__dfxtp_1, 139 x sky130_fd_sc_hd__nor2b_1, 126 x sky130_fd_sc_hd__buf_4}
set qor(path_depth) 1
set qor(netlist.top_cell.by_area) {sky130_fd_sc_hd__dfxtp_1}
set qor(gpl.final_weighted_congestion) 0.776
set qor(yosys_cells) 418
set qor(wire_per_inst_um) 14.7
set qor(drt-total-wl_mm) 12.9
set qor(hold_path_class) {input pin to register}
set qor(crit_slowest_cell) {sky130_fd_sc_hd__dfxtp_2}
set qor(yosysSeqAreaShare) 0.596
set qor(endpoint_type_of_the_worst_setup_path) {primary output}
set qor(detail_route.drc_violations) 0
set qor(worstPathRequired_ns) 0.80
set qor(antenna_found_initial) 0
set qor(cts-root-buf) {sky130_fd_sc_hd__clkbuf_16}
set qor(power.share.combinational) 0.087
set qor(floorplan.die.width_um) 169
set qor(fp-row-count) 54
set qor(drt.antenna.violating_nets) 0
set qor(run_status) {finished with violations}
set qor(grt_remaining_overflow) 0
set qor(warnings) 27
set qor(leakagePower_nw) 3.02
set qor(grt_pass1_wl_mm) 18.7
set qor(report.power.total_mw) 13.0
set qor(final_critical_delay_including_setup_and_external_delays_ns) 1.04
set qor(top_cell_area_share) 0.596
set qor(portBuffers) 279
set qor(chip_area_um2) 28600
set qor(firstDrtPassIters) 3
set qor(tightest_slew_ns) 0.331
set qor(worst-path-max-fanout) 1
set qor(clock_pin_slew_worst_setup_and_hold_paths_ns) 0.06
set qor(max_slew_margin) 0.780
set qor(setup_viol) 107
set qor(data_arrival_time_of_the_critical_path_ns) 0.84
set qor(synth.yosys.warnings) 1
set qor(netlist_top_cells_area) {sky130_fd_sc_hd__dfxtp_1 60%, sky130_fd_sc_hd__buf_4 20%, sky130_fd_sc_hd__nor2b_1 19%}
set qor(cts_made_buffers) 17
set qor(setup_ws_ns) -0.0437
set qor(power_density_nw_per_um2) 1900
set qor(critical_path.max_stage_delay_ns) 0.32
set qor(antenna_cells_inserted) 0
set qor(crit_path_start_kind) {register}
set qor(switching_share) 0.218
set qor(slew_viol_final) 0
set qor(synth_register_bits) 139
set qor(timing.critical_path.from) {LBI_FF.state$_SDFF_PP0_}
set qor(synth-main-ff-cell) {sky130_fd_sc_hd__dfxtp_1}
set qor(power.ir.vdd_worst_mv) 0.894
set qor(grt_max_degree) 70
set qor(worst_path_buffer_plus_inverter_count) 1
set qor(clock_tree.htree_level_count) 4
set qor(vias) 2905
[layout by cell type (no fill, tap or decap), drive strengths merged]
cell	synthesis	routed
buf	140	148
nor2b	139	139
clkdlybuf4s50	0	139
dfxtp	139	139
clkbuf	0	18
clkinv	0	7
inv	0	4
clkinvlp	0	2
bufinv	0	1
[power by group through the flow]
stage / combinational (mW) / sequential (mW) / clock, mW
6_report: 1.13 / 5.91 / 5.98
5_1_grt: 1.25 / 5.93 / 6.44
4_1_cts: 1.16 / 5.90 / 6.25
[what timing repair did]
action / in CTS / in global routing
hold endpoints to repair: 0 / 0
setup endpoints to repair: 139 / 139
gates resized: 465 / 14
setup buffers: 0 / 0
[registers in the layout, indices dropped and copies added (netlist names), 2 cells and up]
register           flops
IMM8.state            16
READ2DATA.state       16
PC_INC.state          16
ALU_OP.state           3
INSTR.state           16
WRITEREG.state         3
ALU_B.state           16
SET_CONTROL.state      2
IMM11.state           16
REG_SRC.state          2
BR_CONTROL.state       3
ALU_A.state           16
[area by class of cell]
class,count,area [µm²]
repair buffers,287,2250
fillers,2274,15000
clock inverters,14,119
flip-flops and latches,139,2810
multi-input cells,139,870
well taps,280,350
clock buffers,18,439
[cells by family (layout without fill, tap and decap cells)]
family	count (synthesis)	in the layout	share of synthesized area
buffers and inverters	140	319	0.218
flip-flops	139	139	0.596
AND/OR/NAND/NOR	139	139	0.186
[metrics by stage]
step	worst slack (ns)	area, µm²	hold WS (ns)	setup TNS, ns	instances
6_report	-0.0437	6840	0.183	-1.18	877
5_1_grt	-0.0867	6840	0.186	-7.71	877
4_1_cts	-0.0792	6800	0.175	-5.86	877
3_5_place_dp	-0.0586	6900	0.637	-0.167	845
3_3_place_gp	-0.0570	6900	0.633	-0.206	845
2_1_floorplan	0.314	4670	0.328	0	418
[how the worst min path moves through the flow]
stage,startpoint,to,slack (ns),cells past startpoint
finish,rst,IMM11[4].state$_SDFF_PP0_,0.18,3
global route,rst,IMM11[4].state$_SDFF_PP0_,0.19,3
CTS,rst,IMM11[4].state$_SDFF_PP0_,0.18,3
[per-layer routing]
layer / global-route usage / routed length [µm] / share of wire / vias to the layer above
li1: - / - / - / 1463
met1: 0.105 / 5280 / 0.41 / 1263
met2: 0.128 / 5660 / 0.44 / 172
met3: 0.0527 / 1870 / 0.14 / 7
met4: 0.0109 / 110 / 0.0085 / 0
met5: 0 / 0 / 0 / -
