===== ./design.v =====
module alu (InA, InB, Cin, Oper, invA, invB, sign, Out, Zero, Ofl, SF, CF);
    parameter OPERAND_WIDTH = 16;    
    parameter NUM_OPERATIONS = 3;
    input  [OPERAND_WIDTH -1:0] InA ;  
    input  [OPERAND_WIDTH -1:0] InB ;  
    input                       Cin ;  
    input  [NUM_OPERATIONS-1:0] Oper;  
    input                       invA;  
    input                       invB;  
    input                       sign;  
    output [OPERAND_WIDTH -1:0] Out ;  
    output                      Ofl ;  
    output                      Zero;  
    output                      SF;    
    output                      CF;  
    wire [15:0] A, B, shifter_out, alu_out, A_xor_B, A_and_B; 
    wire alu_Cout; 
    assign A = (invA) ? ~InA : InA; 
    assign B = (invB) ? ~InB : InB; 
    shifter shft(.In(A), .ShAmt(B[3:0]), .Oper(Oper[1:0]), .Out(shifter_out));
    cla_16b adder(.sum(alu_out), .c_out(alu_Cout), .a(A), .b(B), .c_in(Cin)); 
    assign A_and_B = A & B; 
    assign A_xor_B = A ^ B; 
    assign Ofl = sign ? ((A[15] & B[15] & ~alu_out[15]) | (~A[15] & ~B[15] & alu_out[15])) : alu_Cout; 
    assign Out =    (Oper[2]) ? shifter_out : 
                    (~Oper[2] & ~Oper[1]) ? alu_out : 
                    (~Oper[2] & Oper[1] & ~Oper[0]) ? A_xor_B : 
                    (~Oper[2] & Oper[1] & Oper[0]) ? A_and_B : 
                    16'h0000;            
    assign Zero = ~|Out;
    assign SF = ((Ofl & (Out[15] ^ A[15]))) ? ~Out[15] : Out[15];
    assign CF = alu_Cout;
endmodule
`default_nettype none
module branch_cmd (  input wire [2:0]brControl,
                     input wire ZF,
                     input wire SF,
                     output wire brSel);
    assign brSel = brControl[2] ?   (brControl[1:0] == 2'b00) ? ZF:  
                                    (brControl[1:0] == 2'b01) ? ~ZF:  
                                    (brControl[1:0] == 2'b10) ? SF:  
                                    (ZF | ~SF)   
                                    :1'b0;
endmodule
`default_nettype wire
module cla_16b(sum, c_out, a, b, c_in);
    parameter   N = 16;
    output [N-1:0] sum;
    output         c_out;
    input [N-1: 0] a, b;
    input          c_in;
    wire [2:0]carry; 
    cla_4b CLA1(.sum(sum[3:0]), .c_out(carry[0]), .a(a[3:0]), .b(b[3:0]), .c_in(c_in));
    cla_4b CLA2(.sum(sum[7:4]), .c_out(carry[1]), .a(a[7:4]), .b(b[7:4]), .c_in(carry[0]));
    cla_4b CLA3(.sum(sum[11:8]), .c_out(carry[2]), .a(a[11:8]), .b(b[11:8]), .c_in(carry[1]));
    cla_4b CLA4(.sum(sum[15:12]), .c_out(c_out), .a(a[15:12]), .b(b[15:12]), .c_in(carry[2]));
endmodule
module cla_4b(sum, c_out, a, b, c_in);
    parameter   N = 4;
    output [N-1:0] sum;
    output         c_out;
    input [N-1: 0] a, b;
    input          c_in;
    wire [3:0] c, g, p;
    assign p = a ^ b;
    assign g = a & b;
    assign c[0] = c_in;
    assign c[1] = g[0] | (p[0] & c_in); 
    assign c[2] = g[1] | (p[1] & c[1]);
    assign c[3] = g[2] | (p[2] & c[2]); 
    assign c_out = g[3] | (p[3] & c[3]); 
    assign sum[0] = p[0] ^ c[0];
    assign sum[1] = p[1] ^ c[1]; 
    assign sum[2] = p[2] ^ c[2]; 
    assign sum[3] = p[3] ^ c[3];
endmodule
`default_nettype none
module execute (  input wire clk,
                  input wire rst,
                  input wire [15:0]PC,             
                  input wire [15:0]aluA,           
                  input wire [15:0]aluB,           
                  input wire invA,                 
                  input wire invB,                 
                  input wire cin,                  
                  input wire [2:0]aluOp,           
                  input wire immSrc,               
                  input wire aluJump,
                  input wire jump,                 
                  input wire setIf,                
                  input wire [2:0]brControl,
                  input wire [1:0]setControl,       
                  input wire [15:0]imm11_ext,      
                  input wire [15:0]imm8_ext,       
                  input wire [15:0]read2Data,
                  input wire BTR_cs,
                  input wire STU,
                  input wire LBI,
                  output wire [15:0] next_pc,
                  output wire [15:0]aluOut,
                  output wire [15:0]outData,
                  output wire [15:0]specOps);
   wire ZF, SF, OF, CF, brSel, brOrJmp;
   assign brOrJmp = brSel | jump;
   branch_cmd BRANCHCOMMAND(.brControl(brControl), .ZF(ZF), .SF(SF), .brSel(brSel));
   alu ALU( .InA(aluA), .InB(aluB), .Cin(cin), .Oper(aluOp), .invA(invA), 
            .invB(invB), .sign(1'b1), .Out(aluOut), .Ofl(OF), .Zero(ZF), .SF(SF), .CF(CF));
   wire [15:0]BTR, SLBI; 
   assign SLBI = {aluA[7:0], imm8_ext[7:0]}; 
   assign BTR = { aluA[0], aluA[1], aluA[2], aluA[3], aluA[4], aluA[5], aluA[6], aluA[7],
            aluA[8], aluA[9], aluA[10], aluA[11], aluA[12], aluA[13], aluA[14], aluA[15]};
   wire [15:0] specOut;
   assign specOut = (LBI) ? imm8_ext : 
                    (BTR_cs) ? BTR : SLBI;
   assign outData = (STU) ? read2Data : aluB; 
   assign specOps = (setIf) ? 
                           (setControl == 2'b00) ? 
                                 (ZF) ? 16'h0001 : 16'h0000 :
                           (setControl == 2'b01) ? 
                                 (SF) ? 16'h0001 : 16'h0000 :
                           (setControl == 2'b10) ? 
                                 (SF | ZF) ? 16'h0001 : 16'h0000 :
                           (CF) ? 
                                 16'h0001 : 16'h0000 
                     : specOut;
   wire [15:0]JmpSrc;
   assign JmpSrc = (immSrc) ? imm8_ext : imm11_ext;
   wire [15:0]JmpVal;
   alu ADDER(.InA(PC), .InB(JmpSrc), .Cin(1'b0), .Oper(3'b000), .invA(1'b0), .invB(1'b0), .sign(1'b0), .Out(JmpVal), .Ofl(), .Zero(), .SF(), .CF());
   wire [15:0]BrVal;
   assign BrVal = (brOrJmp) ? JmpVal : PC;   
   assign next_pc = (aluJump) ? aluOut : BrVal;
endmodule
`default_nettype wire
module rotate_lft(In, ShAmt, Out); 
    input [15:0]In; 
    input [3:0]ShAmt;
    output [15:0]Out; 
    wire [15:0] shft_0, shft_1, shft_2; 
    assign shft_0 = (ShAmt[0]) ? {In[14:0],     In[15]}         : In;
    assign shft_1 = (ShAmt[1]) ? {shft_0[13:0], shft_0[15:14]}  : shft_0;
    assign shft_2 = (ShAmt[2]) ? {shft_1[11:0], shft_1[15:12]}  : shft_1;
    assign Out =    (ShAmt[3]) ? {shft_2[7:0],  shft_2[15:8]}   : shft_2; 
endmodule
module rotate_rght(In, ShAmt, Out); 
    input [15:0]In; 
    input [3:0]ShAmt;
    output [15:0]Out;
    wire [15:0] shft_0, shft_1, shft_2;
    assign shft_0 = (ShAmt[0]) ? {In[0],     In[15:1]}          : In;
    assign shft_1 = (ShAmt[1]) ? {shft_0[1:0], shft_0[15:2]}    : shft_0;
    assign shft_2 = (ShAmt[2]) ? {shft_1[3:0], shft_1[15:4]}    : shft_1;
    assign Out =    (ShAmt[3]) ? {shft_2[7:0],  shft_2[15:8]}   : shft_2; 
endmodule
module shift_lft(In, ShAmt, Out); 
    input [15:0]In; 
    input [3:0]ShAmt;
    output [15:0]Out; 
    wire [15:0] shft_0, shft_1, shft_2;
    assign shft_0 = (ShAmt[0]) ? {In[14:0], 1'b0}               : In;
    assign shft_1 = (ShAmt[1]) ? {shft_0[13:0], 2'b00}          : shft_0;
    assign shft_2 = (ShAmt[2]) ? {shft_1[11:0], 4'b0000}        : shft_1;
    assign Out =    (ShAmt[3]) ? {shft_2[7:0],  8'b00000000}    : shft_2; 
endmodule
module shift_rght_logical(In, ShAmt, Out); 
    input [15:0]In; 
    input [3:0]ShAmt;
    output [15:0]Out; 
    wire [15:0] shft_0, shft_1, shft_2;
    assign shft_0 = (ShAmt[0]) ? {1'b0, In[15:1]} : In;
    assign shft_1 = (ShAmt[1]) ? {2'b00, shft_0[15:2]}  : shft_0;
    assign shft_2 = (ShAmt[2]) ? {4'b0000, shft_1[15:4]}  : shft_1;
    assign Out =    (ShAmt[3]) ? {8'b00000000, shft_2[15:8]}   : shft_2; 
endmodule
module shifter (In, ShAmt, Oper, Out);
    parameter OPERAND_WIDTH = 16;
    parameter SHAMT_WIDTH   =  4;
    parameter NUM_OPERATIONS = 2;
    input  [OPERAND_WIDTH -1:0] In   ;  
    input  [SHAMT_WIDTH   -1:0] ShAmt;  
    input  [NUM_OPERATIONS-1:0] Oper ;  
    output [OPERAND_WIDTH -1:0] Out  ;  
    wire[15:0] shft_0, shft_1, shft_2; 
    wire[15:0] op_00, op_01, op_10, op_11;
    rotate_lft r_left(.In(In), .ShAmt(ShAmt), .Out(op_00)); 
    shift_lft s_left(.In(In), .ShAmt(ShAmt), .Out(op_01));
    rotate_rght r_rght(.In(In), .ShAmt(ShAmt), .Out(op_10));    
    shift_rght_logical s_r_l(.In(In), .ShAmt(ShAmt), .Out(op_11));
    assign Out =    (Oper == 2'b00) ? op_00 :            
                    (Oper == 2'b01) ? op_01 :            
                    (Oper == 2'b10) ? op_10 :            
                    (Oper == 2'b11) ? op_11 :            
                    16'h0000; 
endmodule

===== ./run.sh =====
#!/bin/bash
# OpenROAD 26Q1-2900-gdf79404cd8, Yosys 0.63+post, stock flow scripts
make -C /OpenROAD-flow-scripts/flow DESIGN_CONFIG=/design/flow/config.mk WORK_HOME=/design/flow/orfs finish

===== ./config.mk =====
export PLATFORM = sky130hd
export DESIGN_NAME = execute
export DESIGN_NICKNAME = execute
export VERILOG_FILES = /design/flow/design.v
export SDC_FILE = /design/flow/constraint.sdc
export NUM_CORES = 4
export LEC_CHECK = 1
export CORE_UTILIZATION = 40

===== ./constraint.sdc =====
current_design execute

set clk_period 16.4
set clk_io_pct 0.2

create_clock -name clk0 -period $clk_period

set non_clock_inputs [all_inputs -no_clocks]
set_input_delay [expr $clk_period * $clk_io_pct] -clock clk0 $non_clock_inputs
set_output_delay [expr $clk_period * $clk_io_pct] -clock clk0 [all_outputs]

==> qor.txt <==
areal power density over the cells = 47.9 nW/um^2
max-cap check violation count = 0
chip area in the Yosys report = 5790 um^2
growth of design area from synthesis to finish = 35.8%
# port buffers = 178
tally of clock buffers in the finished layout = 0
total gr overflow = 0
peak supply drop = 34.0 uV
highest-count cells in the layout ignoring fill and taps = clkdlybuf4s50_1, nand2_1, a21oi_1
mean post-synth cell area = 7.17 um^2
via density per instance = 6.24
iteration tally of the first detailed-router pass = 9
first-pass GRT wire length = 37.5 mm
die height = 122 um
ratio of cells with drive above 1 in the final layout = 12.5%
most common cell after layout, fill and taps aside = clkdlybuf4s50_1
library cell occupying the most area in the post-synthesis netlist = fa_1
fp_density = 41.4%
site row count = 43
relative slew slack = 40.5%
I/O pin total = 180
kind of start point of the critical path = input port
weighted congestion at the end of routability-driven global placement = 0.991
number of global-route vias before repair = 6498
number of filler instances in the final layout = 1308
CP delay by family, top = adder cells
crit path DAT = 12770 ps
filler-free cell count of the finished design = 1140
Die Size = 15000 um^2
final critical-path required period = 16050 ps
global-route usage over all layers = 34.5%
Crit path top cell by count = fa_2
Final setup violation count = 0
top cells by area, synth = fa_1, mux2_2, mux2i_1, a21oi_1, nand2_1
slew of the pin with the lowest slew margin = 888 ps
Largest stage delay, worst path = 450 ps
OpenROAD warning count = 35
Routed WL = 25.9 mm
Pins Over Slew Limit = 0
type of destination of the critical path = output port
Leak Pwr = 3.16 nW
Remaining DRCs = 0
WL/cell = 22.7 um
Min Hold Slack = 7530 ps
area of the core = 14000 um^2
Syn. warnings = 0
total standard cell area after synthesis = 5790 um^2
maximum frequency from static timing analysis = 62.3 MHz
Iteration-0 DRC Markers = 560
library cell contributing the largest single delay on the critical path = fa_1
sequential cell area fraction in the yosys report = 0%
vias after detailed routing = 7114
final total power = 0.376 mW
pin count of the biggest net entering global routing = 44
run status = finished clean
RSZ-0062 raised after global routing = false
DRT antenna net count = 0
share of the clock period used by the worst path after layout = 97.9%
initial antenna violation count = 0
number of failing hold endpoints at the final stage = 0
post-detailed-placement half-perimeter wirelength = 20.5 mm
x dimension of the die = 122 um
registers = 0
logic depth of the worst setup path including buffers = 33
distinct cell type count after synthesis = 80
combined buffer and inverter count along the critical path = 5
number of stages on the worst hold path = 4
worst hold-check path type = input port to output port
sequential standard cell area = 0 um^2
Placed Cells incl. Taps = 1138
hold buffer count at cts = 0
Post-Synthesis Cells = 807
area share of the leading cell type in the synthesized netlist = 10.0%
type of the worst setup path = input port to output port
# Cells Yosys = 807
Critical Path Fanout Max = 15
required time of the critical path = 13120 ps
number of antenna diodes = 0
final cells by class:
| cell class | instances | area [um^2] | area share, % |
|---|---|---|---|
| Inverter | 33 | 124 | 1.58 |
| Multi-Input combinational cell | 708 | 5390 | 68.6 |
| Tap cell | 180 | 225 | 2.87 |
| Timing Repair Buffer | 219 | 2120 | 27.0 |
cells by family (layout without fill, tap and decap cells):
kind of cell | after synthesis | count (layout) | share of synthesized area (%)
buffers and inverters | 99 | 252 | 7.72
AOI/OAI and AO/OA | 264 | 264 | 31.6
muxes | 76 | 76 | 14.6
and+or+nand+nor | 287 | 287 | 25.5
adders and majority gates | 47 | 47 | 13.9
xor gates and xnor gates | 34 | 34 | 6.64
stage by stage:
stage                     util (%)  TNS [ps]  worst slack, ps  instance area [um^2]
after floorplan                  -         0              238                  5790
after global placement        55.5    -13560             -881                  7770
after detailed placement      55.5    -14520             -938                  7770
after CTS                     56.1         0             50.6                  7850
after global routing          56.2         0             11.8                  7860
final                         56.2         0              348                  7860
layer usage:
metal	GRT usage [%]	vias up	part of all wire, %	routed length, um
met5	3.13	-	0	0
met4	6.63	0	2.2	558
met3	12.7	36	12	3170
met2	48.9	366	43	11000
met1	50.2	3384	43	11200
li1	-	3328	-	-
cell usage after synthesis (6+ instances only):
cell      number
a211oi_1      19
a21o_1        11
a21oi_1       70
a221oi_1      12
a22o_1         9
a22oi_1        9
a31oi_1       17
and2_1         9
and4_1        11
buf_2         18
buf_4          6
clkbuf_1      34
fa_1          29
ha_1          18
inv_1         31
mux2_2        35
mux2i_1       37
nand2_1       82
nand2b_1      28
nand3_1       12
nor2_1        63
nor2b_1       20
nor3_1        15
nor4_1         6
o211ai_1       6
o21ai_0       24
o21ai_1       12
o22ai_1        9
o31a_1        10
or3_1          6
xnor2_1       10
xor2_1        17
worst paths after layout:
path        start         end  slack [ps]
max       aluA[0]  next_pc[7]         350
min   imm8_ext[6]  specOps[6]        7530
timing repair:
item,CTS,global route
gates resized,22,3
hold endpoints to repair,0,0
gates cloned,1,0
setup buffers,1,0
setup endpoints to repair,17,16
pin swaps,2,6
report_power, final:
part / total (mW) / leakage (nW) / internal [mW] / switching [mW]
Sequential: 0 / 0 / 0 / 0
Clock: 0 / 0 / 0 / 0
Combinational: 0.376 / 3.16 / 0.177 / 0.199
Total: 0.376 / 3.16 / 0.177 / 0.199
No activity file was given, so power comes from the tool's default toggle rates.
