**config.mk**
```make
export PLATFORM = sky130hd
export DESIGN_NAME = cache_control
export DESIGN_NICKNAME = cache_control
export VERILOG_FILES = /design/flow/design.v
export SDC_FILE = /design/flow/constraint.sdc
export NUM_CORES = 4
export LEC_CHECK = 1
export CORE_AREA = 10 10 128 128
export DIE_AREA = 0 0 138 138
```
**constraint.sdc**
```tcl
current_design cache_control

set clk_period 4.6
set clk_io_pct 0.2

create_clock -name clk0 -period $clk_period [get_ports {clk}]

set non_clock_inputs [all_inputs -no_clocks]
set_input_delay [expr $clk_period * $clk_io_pct] -clock clk0 $non_clock_inputs
set_output_delay [expr $clk_period * $clk_io_pct] -clock clk0 [all_outputs]
```
**design.v**
```verilog
`default_nettype none
module dff (q, d, clk, rst);
    output wire        q;
    input wire         d;
    input wire         clk;
    input wire         rst;
    reg            state;
    assign #(1) q = state;
    always @(posedge clk) begin
      state = rst? 0 : d;
    end
endmodule
`default_nettype wire
module cache_control(
    output reg cache_enable,
    output reg [4:0] cache_tag_in,
    output reg [7:0] cache_index,
    output reg [2:0] cache_offset,
    output reg [15:0] cache_data_in,
    output reg cache_comp,           
    output reg cache_write,           
    output reg cache_valid_in,     
    output reg [15:0] mem_addr,           
    output reg [15:0] mem_data_in,          
    output reg mem_wr,                
    output reg mem_rd,                
    output reg [15:0] control_DataOut,         
    output reg Done,                  
    output reg Stall,                 
    output reg CacheHit,              
    output reg State,     
    output reg ff_victimize_q_control,
    output reg compare_rw_flag,
    output reg Idle,
    input wire clk,                   
    input wire rst,                   
    input wire createdump,
    input wire [15:0] temp_DataOut,
    input wire [15:0] Addr,                  
    input wire [15:0] DataIn,                
    input wire Rd,                   
    input wire Wr,                   
    input wire [4:0] cache_tag_out_final,             
    input wire [15:0] cache_data_out_final,  
    input wire cache_hit_final,             
    input wire cache_hit_0,             
    input wire cache_hit_1,             
    input wire cache_dirty_0,           
    input wire cache_dirty_1,           
    input wire cache_valid_0,
    input wire cache_valid_1,
    input wire [15:0] mem_data_out,           
    input wire ff_victimize_d_control
);
    localparam IDLE = 4'b0000;
    localparam COMPARE_READ = 4'b0010; 
    localparam COMPARE_WRITE = 4'b0011; 
    localparam ACCESS_READ_1 = 4'b0100; 
    localparam ACCESS_READ_2 = 4'b0101; 
    localparam ACCESS_READ_3 = 4'b0110; 
    localparam ACCESS_READ_4 = 4'b0111; 
    localparam ACCESS_WRITE_1 = 4'b1000; 
    localparam ACCESS_WRITE_2 = 4'b1001; 
    localparam ACCESS_WRITE_3 = 4'b1010;
    localparam ACCESS_WRITE_4 = 4'b1011;
    localparam ACCESS_WRITE_5 = 4'b1100;
    localparam ACCESS_WRITE_6 = 4'b1101; 
    localparam DONE = 4'b0001; 
    wire[3:0] state;
    reg [3:0 ]nxt_state;
    dff STATE[3:0](.q(state), .d(nxt_state), .clk(clk), .rst(rst));
    wire enable_ff_q;
    reg enable_ff_d;
    reg enable_flag;
    wire enable_ff_d_en;
    assign enable_ff_d_en = (enable_flag) ? enable_ff_d : enable_ff_q;
    dff EN(.q(enable_ff_q), .d(enable_ff_d_en), .clk(clk), .rst(rst));
    wire wr_ff_q;
    reg wr_ff_d;
    dff WR(.q(wr_ff_q), .d(wr_ff_d), .clk(clk), .rst(rst));
    wire rd_ff_q;
    reg rd_ff_d;
    dff RD(.q(rd_ff_q), .d(rd_ff_d), .clk(clk), .rst(rst));
    always @* begin
        nxt_state = IDLE;
        cache_enable = 1'b0;
        cache_valid_in = 1'b0; 
        cache_tag_in = 5'hxxxx;
        cache_index = 8'hxxxxxxxx;
        cache_offset = 3'hxxx;
        cache_data_in = 16'hxxxxxxxxxxxxxxxx;
        cache_comp = 1'b0;           
        cache_write = 1'b0;     
        mem_wr = 1'b0;
        mem_rd = 1'b0;
        mem_addr = 16'hxxxxxxxxxxxxxxxx;
        mem_data_in = 16'hxxxxxxxxxxxxxxxx;
        Done = 1'b0;
        Stall = 1'b1;
        CacheHit = 1'b0;
        State = 1'b0;
        ff_victimize_q_control = ff_victimize_d_control;
        enable_flag = 1'b0;
        enable_ff_d = 1'b0;
        compare_rw_flag = 1'b0;
        Idle = 1'b0;
        case(state)
            IDLE: begin
                cache_enable = (Wr|Rd) ? ((~cache_hit_final & cache_valid_0 & cache_valid_1 & ff_victimize_d_control)) | (~cache_hit_final & ~cache_valid_0 & cache_valid_1) | (~cache_hit_final & ~cache_valid_0 & ~cache_valid_1) | (cache_hit_0 & cache_valid_0) : 1'b0;
                cache_comp = (Wr|Rd);
                cache_write = Wr;
                cache_index = Addr[10:3];
                cache_offset = (Wr|Rd) ? Addr[2:0] : 3'b000;
                cache_tag_in = Addr[15:11];
                cache_data_in = DataIn;
                control_DataOut = cache_data_out_final;
                compare_rw_flag = (Wr|Rd);
                wr_ff_d = Wr;
                rd_ff_d = Rd;
                enable_flag = (Wr|Rd);
                Done = cache_hit_final;
                CacheHit = cache_hit_final;
                State = cache_hit_final;  
                enable_ff_d =  ((~cache_hit_final & cache_valid_0 & cache_valid_1 & ff_victimize_d_control)) | (~cache_hit_final & ~cache_valid_0 & cache_valid_1) | (~cache_hit_final & ~cache_valid_0 & ~cache_valid_1) | (cache_hit_0 & cache_valid_0);
                nxt_state = (Wr|Rd) ? (
                    (cache_hit_final) ? IDLE : (((~cache_hit_final) & (cache_enable) & (cache_valid_0) & (cache_dirty_0)) | (((~cache_hit_final) & (~cache_enable) & (cache_valid_1) & (cache_dirty_1)))) ? ACCESS_READ_1 : ACCESS_WRITE_1
                ) : IDLE;
                Stall = (Wr|Rd) ? ~cache_hit_final : 1'b0;
                Idle = ~Wr & ~Rd;
            end
            ACCESS_READ_1: begin
                mem_addr = {cache_tag_out_final, Addr[10:3], 3'b000};
                cache_offset = 3'b000;
                cache_index = Addr[10:3];
                cache_enable = enable_ff_q;
                mem_wr = 1'b1;
                mem_data_in = cache_data_out_final;
                nxt_state = ACCESS_READ_2;
            end
            ACCESS_READ_2: begin
                mem_addr = {cache_tag_out_final, Addr[10:3], 3'b010};
                cache_offset = 3'b010;
                cache_index = Addr[10:3];
                cache_enable = enable_ff_q;
                mem_wr = 1'b1;
                mem_data_in = cache_data_out_final;
                nxt_state = ACCESS_READ_3;
            end
            ACCESS_READ_3: begin
                mem_addr = {cache_tag_out_final, Addr[10:3], 3'b100};
                cache_offset = 3'b100;
                cache_index = Addr[10:3];
                cache_enable = enable_ff_q;
                mem_wr = 1'b1;
                mem_data_in = cache_data_out_final;
                nxt_state = ACCESS_READ_4;
            end
            ACCESS_READ_4: begin
                mem_addr = {cache_tag_out_final, Addr[10:3], 3'b110};
                cache_offset = 3'b110;
                cache_index = Addr[10:3];
                cache_enable = enable_ff_q;
                mem_wr = 1'b1;
                mem_data_in = cache_data_out_final;
                nxt_state = ACCESS_WRITE_1;
            end
            ACCESS_WRITE_1: begin
                cache_enable = enable_ff_q;
                mem_rd = 1'b1;
                mem_addr = {Addr[15:3],3'b000};
                nxt_state = ACCESS_WRITE_2;
            end
            ACCESS_WRITE_2: begin
                cache_enable = enable_ff_q;
                mem_rd = 1'b1;
                mem_addr = {Addr[15:3],3'b010};
                nxt_state = ACCESS_WRITE_3;
            end
            ACCESS_WRITE_3: begin
                cache_enable = enable_ff_q;
                mem_rd = 1'b1;
                mem_addr = {Addr[15:3],3'b100};
                cache_write = 1'b1;
                cache_valid_in = 1'b1;
                cache_tag_in = Addr[15:11];
                cache_index = Addr[10:3];
                cache_offset = 3'b000;
                cache_data_in = (Wr & (Addr[2:0] === 3'b000)) ? DataIn : mem_data_out;
                control_DataOut = (Rd & (Addr[2:0] === 3'b000)) ? mem_data_out : temp_DataOut;
                nxt_state = ACCESS_WRITE_4;
            end
            ACCESS_WRITE_4: begin
                cache_enable = enable_ff_q;
                mem_rd = 1'b1;
                mem_addr = {Addr[15:3],3'b110};
                cache_write = 1'b1;
                cache_valid_in = 1'b1;
                cache_tag_in = Addr[15:11];
                cache_index = Addr[10:3];
                cache_offset = 3'b010;
                cache_data_in = (Wr & (Addr[2:0] === 3'b010)) ? DataIn : mem_data_out;
                control_DataOut = (Rd & (Addr[2:0] === 3'b010)) ? mem_data_out : temp_DataOut;
                nxt_state = ACCESS_WRITE_5;
            end
            ACCESS_WRITE_5: begin
                cache_enable = enable_ff_q;
                cache_write = 1'b1;
                cache_valid_in = 1'b1;
                cache_tag_in = Addr[15:11];
                cache_index = Addr[10:3];
                cache_offset = 3'b100;
                cache_data_in = (Wr & (Addr[2:0] === 3'b100)) ? DataIn : mem_data_out;
                control_DataOut = (Rd & (Addr[2:0] === 3'b100)) ? mem_data_out : temp_DataOut;
                nxt_state = ACCESS_WRITE_6;
            end
            ACCESS_WRITE_6: begin
                ff_victimize_q_control = ~ff_victimize_d_control;
                cache_enable = enable_ff_q;
                cache_write = 1'b1;
                cache_valid_in = 1'b1;
                cache_comp = wr_ff_q;
                cache_tag_in = Addr[15:11];
                cache_index = Addr[10:3];
                cache_offset = 3'b110;
                cache_data_in = (wr_ff_q & (Addr[2:0] === 3'b110)) ? DataIn : mem_data_out;
                control_DataOut = (rd_ff_q & (Addr[2:0] === 3'b110)) ? mem_data_out : temp_DataOut;
                Done = 1'b1;
                State = 1'b1;
                nxt_state = IDLE;  
            end
        endcase
    end
endmodule
```
**run.sh**
```bash
#!/bin/bash
# OpenROAD 26Q1-2900-gdf79404cd8, Yosys 0.63+post, stock flow scripts
make -C /OpenROAD-flow-scripts/flow DESIGN_CONFIG=/design/flow/config.mk WORK_HOME=/design/flow/orfs finish
```
==> impl_metrics.json <==
{
  "status": "finished clean",
  "slowest_stage": "clkdlybuf4s50_1",
  "ys_cells": 264,
  "yosys_area_um2": 1950,
  "dp_hpwl_um": 7290,
  "crit_family": "buffers and inverters",
  "relSlewSlack_pct": 48.6,
  "avgSynthCellArea_um2": 7.37,
  "startpoint_type": "input pin",
  "syn_inst": 264,
  "cts_max_path_buffers": 2,
  "path_clk_slew_ns": 0.03,
  "crit_buf_inv": 3,
  "grt_pass1_wl_um": 13100,
  "slowest_delay_ns": 0.60,
  "die_x_um": 138,
  "hold_buffers": 0,
  "hp-class": "flop to flop",
  "top_area_share_pct": 15.4,
  "fill_cells": 1520,
  "grt_use_total_pct": 8.34,
  "antenna_found_initial": 0,
  "post_drt_wl_per_cell_um": 15.2,
  "ant_nets": 0,
  "setup_viol_count_final": 0,
  "area_leaders": "buf_4, dlxtn_1, nand2_1, dfxtp_1, mux2i_1",
  "clock_latency_ns": 0.23,
  "cts_made_buffers": 3,
  "finClkSkew_ns": 0.000755,
  "fin_util_pct": 25.6,
  "synthFlopType": "dlxtn_1",
  "post-synth-top-area-cell": "buf_4",
  "warning_count": 27,
  "worstMarginPinSlew_ns": 0.764,
  "slew_viol_final": 0,
  "portBuffers": 163,
  "postCtsSetupBuffers": 0,
  "root_buffer": "clkbuf_16",
  "path_max_fanout": 16,
  "n_antenna_cell": 0,
  "gr-total-overflow": 0,
  "cts.repair.resized": 0,
  "fmax_ghz": 0.246,
  "critPathCaptureType": "primary output",
  "path_cells": "clkdlybuf4s50_1 > nand2b_1 > o22ai_1 > a31oi_1 > nor2_4 > buf_12 > mux2_2 > clkdlybuf4s50_1",
  "cp.required_ns": 3.68,
  "rows": 43,
  "cts_tree": "done",
  "crit_top_cell": "clkdlybuf4s50_1",
  "critPathKind": "input pin to primary output",
  "drive_gt1_share_pct": 5.21,
  "wirelength_um": 8560,
  "synth-async-reset-ratio_pct": 0,
  "io_pins": 191,
  "area_growth_pct": 81.4,
  "unclocked_regs": 18,
  "finalCritPeriodShare_pct": 88.3,
  "fin_setup_tns_ns": 0,
  "fp_util_pct": 14.1,
  "synth_flop_count": 25,
  "critPathArrivalTime_ns": 3.14,
  "dr.pass1.iters": 5,
  "via_per_inst": 3.85,
  "vias": 2173,
  "coreArea_um2": 13800,
  "grt_start_max_net_pins": 20,
  "die_h_um": 138,
  "htree_levels": 1,
  "rsz0062_at_grt": "false",
  "synth-edff-count": 0,
  "synth_area_um2": 1950,
  "initialDrtViolationCount": 82,
  "fin_crit_ns": 4.06,
  "synth.distinct_cells": 47,
  "die_area_um2": 19000,
  "hold_viol": 0,
  "maxCapViolations": 0,
  "ys_warn_count": 2,
  "yosys-top-cells-count": "nand2_1, buf_4, inv_1",
  "untimed_endpoints": 34,
  "p_leak_nw": 1.57,
  "most_common_cell": "nand2_1",
  "grt_pass1_vias": 2265,
  "p_per_area_nw_per_um2": 149,
  "vdd_drop_max_mv": 0.147,
  "drc": 0,
  "gp_congestion": 0.814
}
where the power goes:
group	total [mW]	switching [mW]	internal (mW)
Combinational	0.268	0.0879	0.180
Clock	0.145	0.0296	0.115
Sequential	0.113	0.0126	0.100
placed cells by master (no fill, tap or decap), types with 3 or more instances in the layout:
master             n
clkdlybuf4s50_1  163
nand2_1           56
inv_1             30
dlxtn_1           18
mux2i_1           13
o21ai_0            9
nor2_1             9
a222oi_1           8
dfxtp_1            7
a22oi_1            7
nor2b_1            4
nand2b_1           4
mux2_2             4
nand4b_1           3
a21oi_1            3
clkbuf_16          3
buf_4              3
per-stage QoR:
step           power (mW)  hold WS [ns]  cell area, um^2  setup WS, ns  std cells
6_report            0.526         0.457             3530         0.537        564
4_1_cts             0.537         0.463             3530         0.517        564
5_1_grt             0.564         0.483             3530         0.369        564
3_3_place_gp        0.386         0.443             3450         0.528        560
3_5_place_dp        0.388         0.456             3450         0.534        560
2_1_floorplan       0.202         0.430             1950          1.62        264
layer usage:
layer / vias to the layer above / track usage, % / part of all wire (%)
li1: 1092 / - / -
met3: 2 / 2.92 / 9.4
met5: - / 0 / 0
met1: 970 / 10.3 / 43
met4: 0 / 0.277 / 0.070
met2: 109 / 14.3 / 48
cells by family (layout without fill, tap and decap cells):
| logic type | after synthesis | after routing | synth area share, % |
|---|---|---|---|
| latches | 18 | 18 | 13.9 |
| buffers and inverters | 82 | 202 | 26.2 |
| DFF | 7 | 7 | 7.20 |
| xor gates and xnor gates | 3 | 3 | 1.35 |
| AOI/OAI and AO/OA | 42 | 42 | 17.7 |
| other | 1 | 1 | 0.193 |
| muxes | 17 | 17 | 9.00 |
| and+or+nand+nor | 94 | 94 | 24.5 |
final cells by class:
class	count	area [um^2]	share of cell area, %
tap	180	225	6.38
inverter	31	116	3.29
clock buffer	4	78.8	2.23
multi-input combinational	157	1030	29.1
sequential	25	410	11.6
timing repair buffer	167	1670	47.4
sequential cells by signal, indices dropped and copies added (netlist names):
| name | flops |
|---|---|
| RD.state | 1 |
| STATE.state | 4 |
| WR.state | 1 |
| control_DataOut | 16 |
| wr_ff_d | 1 |
| EN.state | 1 |
| rd_ff_d | 1 |
final timing paths:
check             depth (start not counted)      startpoint  slack (ns)                to
hold / removal                            2        EN.state        0.46          EN.state
hold reg to reg                           2        EN.state        0.46          EN.state
setup / recovery                          8         Addr[2]        0.54  cache_data_in[8]
setup reg to reg                          5  STATE[1].state        2.53    STATE[3].state
worst reg2reg max path, cell delays in order, from the launching register on:
cell and delay, ns:
dfxtp_1 0.46, nor4_1 0.75, o21ai_0 0.37, nor2_1 0.22
nand2b_1 0.07, a21oi_1 0.12
Power is estimated from default activity; no workload was simulated.
